**run.sh**
```bash
#!/bin/bash
# OpenROAD 26Q1-2900-gdf79404cd8, Yosys 0.63+post, stock flow scripts
make -C /OpenROAD-flow-scripts/flow DESIGN_CONFIG=/design/flow/config.mk WORK_HOME=/design/flow/orfs finish
```
**config.mk**
```make
export PLATFORM = sky130hd
export DESIGN_NAME = ALU
export DESIGN_NICKNAME = ALU
export VERILOG_FILES = /design/flow/design.v
export SDC_FILE = /design/flow/constraint.sdc
export NUM_CORES = 4
export LEC_CHECK = 1
export CORE_AREA = 10 10 70 70
export DIE_AREA = 0 0 80 80
```
**constraint.sdc**
```tcl
current_design ALU

set clk_period 2.9
set clk_io_pct 0.2

create_clock -name clk0 -period $clk_period

set non_clock_inputs [all_inputs -no_clocks]
set_input_delay [expr $clk_period * $clk_io_pct] -clock clk0 $non_clock_inputs
set_output_delay [expr $clk_period * $clk_io_pct] -clock clk0 [all_outputs]
```
**design.v**
```verilog
module ALU(OP, A, B, RESULT);
	input [1:0] OP;
	input [4:0] A;
	input [4:0] B;
	output [4:0] RESULT;
	reg [4:0] RESULT;
	always @(OP or A or B) begin
		case (OP)
			2'b00: RESULT = A + B;
			2'b01: RESULT = A - B;
			2'b10: RESULT = A * B;
			2'b11: RESULT = 2 ** B;
		endcase
	end
endmodule
```
==> reports/metrics.sh <==
RUN_STATUS='finished with violations'
VIOLATIONS='setup timing'
PLACE_HPWL_UM=1640
DETAILEDROUTE.FIRSTITERATIONVIOLATIONS=62
TIMING.FINAL.MAX_SLEW_VIOLATIONS=0
PATH_CLASS='in -> out'
TYPE_OF_DESTINATION_OF_THE_CRITICAL_PATH='primary output'
PERIOD_NEEDED_NS=3.67
STARTPOINT='B[3]'
MAX_CLOCK_FREQ_MHz=272
REQUIRED_NS=2.32
MIN-DELAY-START='B[0]'
SWSHARE_PCT=41.4
CRIT_PATH_TOP_DELAY_CELL='fa_1'
DIE-AREA_UM2=6400
YOSYS.AREA_SHARE.XOR_XNOR_PCT=21.7
DRIVE_ABOVE_1_SHARE_PCT=41.8
FINALSETUPTNS_NS=-1.18
TOPCELLSBYAREA='ha_1 23%, xnor2_1 12%, fa_1 9.1%, and2_1 6.6%, nand2_1 5.7%'
LAYOUT.FILLER_CELLS=348
WORST_MAX_SLEW_MARGIN_EXPRESSED_RELATIVE_TO_THE_LIMIT_PCT=76.7
SYN2LAYOUT_AREA_GROWTH_PCT=67.4
PWR_DENS_nW_PER_UM2=194
TOP_CELL='ha_1'
SYNTH_WARNINGS=1
SETUP_SLACK_NS=-0.770
PORT_BUFFERS=17
FINAL-HOLD-VIOLATION-COUNT=0
MUX_AREA_SHARE_PCT=1.51
LOG.WARNING_COUNT=36
FLOORPLAN.CORE_UTIL_PCT=19.4
CLKBUF_COUNT=0
WORSTSETUPENDPOINT='RESULT[4]'
GRT_PASS1_VIAS=662
CRITICAL_PATH.CELL_CHAIN='buf_6 > and2_4 > ha_4 > ha_4 > inv_2 > fa_1 > fa_2 > xor2_2 > xnor2_2 > xnor2_2 > xnor2_1 > a211o_1 > buf_2'
YS_SH_AOI_PCT=11.1
GRT_SETUP_UNREPAIRED='yes'
COMMON_CELLS='12 x ha_1, 10 x nand2_1, 9 x inv_1, 9 x xnor2_1, 7 x and2_1'
FLOP_AREA_UM2=0
LAYOUT_WORST_PATH_CYCLE_SHARE_PCT=127
ROUTE.DETAILED.DRC=0
TIMING.CRITICAL_PATH.DEPTH=13
SETUP.WORST_PATH.START_CLASS='primary input'
IO-PIN-COUNT=17
ANTENNA_VIOLATION_NET_COUNT_AFTER_DETAILED_ROUTING=0
SYNTH_CELL_TYPE_COUNT=24
CRITPATHBUFINV=3
NETLIST_AREA_UM2=663
CELLLEAKAGEPOWER_nW=0.523
GRT_ANTENNA_BEFORE_REPAIR=0
GRT_MAX_DEGREE=10
DRT-WIRELENGTH-PER-CELL_UM=11.6
SYNTH_CELLS=87
DRT_PASS1_ITERATIONS=4
SYNTH.CELLMIX.SIMPLESHARE_PCT=24.9
ROUTE.DETAILED.VIAS_PER_INST=4.10
INTERNAL_POWER_mW=0.126
COREAREA_UM2=3420
DRT_WL_TOTAL_UM=1950
MAXCAPVIOLATIONS=0
POST_SYNTH.CELL_AREA_AVG_UM2=7.62
NUMPLACEDINSTANCES=167
CP.ARRIVAL_NS=3.09
TIMING.CRITICAL_PATH.FANOUT_MAX=2
TOP_CELL_AREA_SHARE_PCT=22.6
SYNTH_SEQUENTIAL_AREA_RATIO_PCT=0
SYNTH_CHIP_AREA_UM2=663
HOLD_PATH_CLASS='in -> out'
POST-ROUTE-UTIL_PCT=32.5
GLOBALROUTE.TOTALOVERFLOW=0
SEQUENTIAL_POWER_SHARE_PCT=0
POWER_FRAC_COMB_PCT=100.0
TIMING.CRITICAL_PATH.SLOWEST_CELL_DELAY_NS=0.45
N_ANTENNA_CELL=0
YOSYS-STAT-CELLS=87
NETLIST_LOGIC_FAMILY_TOP='adder cells'
SETUP_VIOLATIONS=2
REPORT.POWER.TOTAL_mW=0.216
VDD_IR_DROP_MAX_mV=0.0726
GLOBALROUTETOTALUTIL_PCT=6.07
CRITPATHTOPFAMILY='adder cells'
GRT_PASS1_WL_UM=3230
SYNTH-ADDER-AREA-SHARE_PCT=31.7
SYNTH_TOP_CELL_BY_AREA='ha_1'
FINAL_CELL_COUNT_NO_FILL=168
DIE_WIDTH_UM=80
CLOCK_POWER_SHARE_PCT=0
PLACE_CONGESTION=0.898
TIGHTESTPINTRANSITION_NS=0.349
ROW_COUNT=21
P_SW_mW=0.0894
SEQUENTIAL_CELL_TOTAL=0
DIE-HEIGHT_UM=80
DETAILROUTE.VIA_COUNT=689
==> metrics by stage <==
stage	hold WS (ns)	instance area [um2]	setup WS (ns)
floorplan	1.29	703	-0.663
global placement	2.31	1050	-1.52
detailed placement	2.31	1050	-1.53
CTS	1.67	1050	-0.900
global route	1.56	1110	-0.908
finish	1.52	1110	-0.770
==> how the worst min path moves through the flow <==
stage     cells past startpoint        end  slack [ns]
4_1_cts                       3  RESULT[2]        1.67
5_1_grt                       3  RESULT[2]        1.56
6_report                      3  RESULT[2]        1.52
==> power groups by stage <==
| stage | Combinational (mW) | Sequential (mW) | Clock (mW) |
|---|---|---|---|
| after CTS | 0.207 | 0 | 0 |
| after global routing | 0.243 | 0 | 0 |
| final | 0.216 | 0 | 0 |
==> area by class of cell <==
type | count | area [um2] | area share (%)
Inverter | 9 | 33.8 | 3.04
Timing Repair Buffer | 39 | 315 | 28.4
Multi-Input combinational cell | 74 | 703 | 63.4
Tap cell | 46 | 57.6 | 5.19
==> layout by cell type (no fill, tap or decap), drive strengths merged <==
cell and count:
a211o 1, a21o 2, a21oi 4, a32oi 1, and2 7, buf 30, clkbuf 1, clkdlybuf4s15 2
clkdlybuf4s50 3, dlygate4sd2 2, dlymetal6s2s 1, fa 3, ha 12, inv 9, mux2i 1, nand2 10
nand3 1, nand3b 3, nor2 6, nor2b 3, nor3 3, o211ai 1, o21ai 1, o221ai 1
xnor2 10, xnor3 1, xor2 3
==> routing by layer <==
layer,GRT usage (%),up-vias,wire [um]
met4,0,0,0
met3,2.27,0,241
met5,0,-,0
met1,9.34,301,927
li1,-,360,-
met2,8.19,28,783
==> repair_timing <==
action | CTS | global route
endpoints found under the setup margin | 5 | 5
pin swaps | 15 | 10
hold endpoints to repair | 0 | 0
resized | 47 | 14
setup buffers | 1 | 0
hold buffers | 0 | 0
cloned | 0 | 0
==> logic make-up (layout without fill, tap and decap cells) <==
family / count (synthesis) / in the layout
compound gates: 11 / 11
fa+ha+maj: 15 / 15
xor+xnor: 14 / 14
buf+inv: 13 / 48
mux: 1 / 1
simple gates: 33 / 33
Power and IR drop assume default switching activity.
