===== flow/run.sh =====
#!/bin/bash
# OpenROAD 26Q1-2900-gdf79404cd8, Yosys 0.63+post, stock flow scripts
make -C /OpenROAD-flow-scripts/flow DESIGN_CONFIG=/design/flow/config.mk WORK_HOME=/design/flow/orfs finish

===== flow/config.mk =====
export PLATFORM = sky130hd
export DESIGN_NAME = FSM
export DESIGN_NICKNAME = FSM
export VERILOG_FILES = /design/flow/design.v
export SDC_FILE = /design/flow/constraint.sdc
export NUM_CORES = 4
export LEC_CHECK = 1
export CORE_AREA = 10 10 84 84
export DIE_AREA = 0 0 94 94

===== flow/constraint.sdc =====
current_design FSM

set clk_period 4.0
set clk_io_pct 0.2

create_clock -name clk0 -period $clk_period [get_ports {CLOCK}]

set non_clock_inputs [all_inputs -no_clocks]
set_input_delay [expr $clk_period * $clk_io_pct] -clock clk0 $non_clock_inputs
set_output_delay [expr $clk_period * $clk_io_pct] -clock clk0 [all_outputs]

===== flow/design.v =====
module FSM(OP, K, PERFORM, IN_WA, RESET, IN_DATA, CLOCK, OUT_DATA, WA, RA, DONE, IN_DONE, IN_STATE, STATE, ALU_SET, ALU_MODE, ALU_READ);
	input [2:0] OP;
	input [1:0] K;
	input [4:0] IN_DATA;
	input [1:0] IN_WA;
	input [4:0] IN_STATE;
	input PERFORM, RESET, CLOCK, IN_DONE;
	output reg [4:0] OUT_DATA;
	output reg [4:0] STATE;
	output reg [1:0] WA;
	output reg [1:0] RA;
	output reg DONE;
	output reg ALU_SET, ALU_READ;
	output reg [1:0] ALU_MODE;
	always @(posedge CLOCK) begin
		if (PERFORM == 0 && RESET == 0) begin
			DONE = 0;
			STATE = 5'b00000;
		end
		if (RESET == 1) begin
			OUT_DATA = 5'b00000;
			WA = 2'b00;
			RA = 2'b00;
			DONE = 1;
			STATE = 5'b00000;
			ALU_MODE = 2'b00;
			ALU_SET = 0;
		end
		case ({IN_DONE, PERFORM, OP})
			5'b01000: begin
				case (IN_WA)
					2'b00: begin	
						WA = 2'b01;
						OUT_DATA = 5'b00001;
					end
					2'b01: begin
						WA = 2'b10;
						OUT_DATA = 5'b00010;
					end
					2'b10: begin
						WA = 2'b11;
						OUT_DATA = 5'b00011;
					end
					2'b11: begin
						WA = 2'b00;
						OUT_DATA = 5'b00000;
						DONE = 1;
					end
				endcase
			end
			5'b01001: begin
				WA = 2'b00;
				OUT_DATA = K;
				DONE = 1;
			end
			5'b01010: begin
				RA = K;
				if (IN_STATE == 5'b00001) begin
					WA = 2'b00;
					OUT_DATA = IN_DATA;
					STATE = 5'b00000;
					DONE = 1;
				end
				else begin
					STATE = 5'b00001;
				end
			end
			5'b01011: begin
				WA = K;
				RA = 2'b00;
				if (IN_STATE == 5'b00001) begin
					OUT_DATA = IN_DATA;
					STATE = 5'b00000;
					DONE = 1;
				end
				STATE = 5'b00001;
			end
			5'b01100: begin
				if (IN_STATE == 5'b00100) begin  
					WA = 2'b00;
					OUT_DATA = IN_DATA;
					ALU_SET = 0;
					ALU_READ = 0;
					DONE = 1;
					STATE = 5'b00000;
				end
				else if (IN_STATE == 5'b00011) begin  
					ALU_READ = 1;
					OUT_DATA = IN_DATA;
					ALU_MODE = 2'b00;
					STATE = 5'b00100;
				end
				else if (IN_STATE == 5'b00010) begin  
					RA = K;
					ALU_SET = 1;
					STATE = 5'b00011;
				end
				else if (IN_STATE == 5'b00001) begin  
					OUT_DATA = IN_DATA;
					STATE = 5'b00010;
				end
				else begin  
					RA = 2'b00;
					STATE = 5'b00001;
				end
			end
			5'b01101: begin
				if (IN_STATE == 5'b00100) begin  
					WA = 2'b00;
					OUT_DATA = IN_DATA;
					ALU_SET = 0;
					ALU_READ = 0;
					DONE = 1;
					STATE = 5'b00000;
				end
				else if (IN_STATE == 5'b00011) begin  
					ALU_READ = 1;
					OUT_DATA = IN_DATA;
					ALU_MODE = 2'b01;
					STATE = 5'b00100;
				end
				else if (IN_STATE == 5'b00010) begin  
					RA = K;
					ALU_SET = 1;
					STATE = 5'b00011;
				end
				else if (IN_STATE == 5'b00001) begin  
					OUT_DATA = IN_DATA;
					STATE = 5'b00010;
				end
				else begin  
					RA = 2'b00;
					STATE = 5'b00001;
				end
			end
			5'b01110: begin
				if (IN_STATE == 5'b00100) begin  
					WA = 2'b00;
					OUT_DATA = IN_DATA;
					ALU_SET = 0;
					ALU_READ = 0;
					DONE = 1;
					STATE = 5'b00000;
				end
				else if (IN_STATE == 5'b00011) begin  
					ALU_READ = 1;
					OUT_DATA = IN_DATA;
					ALU_MODE = 2'b10;
					STATE = 5'b00100;
				end
				else if (IN_STATE == 5'b00010) begin  
					RA = K;
					ALU_SET = 1;
					STATE = 5'b00011;
				end
				else if (IN_STATE == 5'b00001) begin  
					OUT_DATA = IN_DATA;
					STATE = 5'b00010;
				end
				else begin  
					RA = 2'b00;
					STATE = 5'b00001;
				end
			end
			5'b01111: begin  
				if (IN_STATE == 5'b00010) begin  
					WA = 2'b00;
					OUT_DATA = IN_DATA;
					ALU_SET = 0;
					ALU_READ = 0;
					DONE = 1;
					STATE = 5'b00000;
				end
				else if (IN_STATE == 5'b00001) begin  
					OUT_DATA = IN_DATA;
					ALU_READ = 1;
					ALU_MODE = 2'b11;
					STATE = 5'b00010;
				end
				else begin  
					RA = K;
					STATE = 5'b00001;
				end
			end
		endcase
	end
endmodule

==> notes.md <==
The synthesis and PnR run went through. Post-DP HPWL landed at between 2000 and 3000 microns. Looking at the clock tree report, the H-tree level count equals 1. Ratio of cells with drive above 1 in the final layout landed at 0.0486.

Starting density of the core landed at 0.231. Max-slew check failures listed in the final report amount to 0. Setup repair after global routing left no endpoint under its margin. Register-to-register setup slack landed at about 2.8 ns. Clock tree skew after final layout landed at 0 ns. Post-synth the commonest register cell is sky130_fd_sc_hd__dfxtp_1.

The clock tree has to reach 17 sinks. Number of buffers between clock root and the deepest sink landed at 2. STA lists the endpoint of the worst register-to-register path as OUT_DATA[1]. Tally of OpenROAD warnings landed at 27. Tally of yosys warning messages landed at 1. For the final routed database, the setup TNS stands at 0 ns. The tool flagged a number of max-cap violations equal to 0.

Once the clock tree was built, the resizer swapped 0 gates to a different size. Final critical path time including I/O delays and setup landed at between 2 and 3 ns. Total count of hold-check failures in the final report landed at 0. Combinational gate area landed at about 750 sq um.

Number of setup buffers added after CTS landed at 0. Remaining global-route overflow landed at 0. Note that the worst hold path type here is register to register. The layout report lists the combined flip-flop and latch area as around 380 sq um. Post-synthesis sequential element count landed at 17. STA classifies the critical path endpoint as a register. Total power density per cell area landed at between 200 and 250 nW/um^2. Post-synthesis cell area landed at around 1200 sq um.

Transition at the pin with the smallest max-transition slack landed at between 0.6 and 0.7 ns. The first detailed-routing pass took 4 iterations. Final cell count without fillers landed at between 200 and 300. The floorplan step set the die height to 94 microns. Standard cell core area landed at between 5000 and 6000 sq um. The final antenna diode tally reported by the flow is 0. Looking at the reg2reg group, the worst path starts from OUT_DATA[1]. For this block, the initial DRC count from the detailed router was between 100 and 150. Later-pin clock latency in the skew report landed at around 0.25 ns. The worst setup path is launched from an input port. The via count of the first global-routing pass was roughly 1200. Largest net degree at the start of global routing landed at 19.

Number of antenna-violating nets in the routed design landed at 0. The capture point of the critical path was reported as WA[1]. The worst-case IR drop observed on VDD is roughly 120 uV.

After floorplanning, the core was divided into 26 placement rows. Clock tree synthesis selected as its root buffer the cell sky130_fd_sc_hd__clkbuf_8. TritonRoute reported its final design rule violation total as 0. Average size of a mapped cell landed at 7.87 sq um.

Delay of the slowest critical-path stage landed at just under 0.9 ns. TritonRoute output was used to compute an average wire per cell of 14.7 microns. The final weighted congestion recorded by global placement is ~0.89. Tracing the worst setup path back leads to its startpoint at OP[1].

Number of buffers added on ports landed at 37. Looking at hold timing, the worst path starts from RA[1]. After detailed placement, the design holds a cell count of 251.

Global-route wire length before repair landed at between 5000 and 6000 microns. Total wire length after detailed routing landed at around 3700 microns. Tally of filler cells in the layout landed at between 500 and 600.

For this run, the final setup violation count is recorded as 0. Peak clock frequency supported by timing landed at roughly 0.38 GHz. For the worst setup path, the data required time is between 4 and 5 ns.

Chip area landed at just under 9000 sq um. Compared with the post-synthesis result, the final layout area differs by 37.5%. The final route contains between 1000 and 1500 vias. Overall power after layout landed at ~400 uW. The flow ran to the end, and the final reports show no timing, DRC or antenna violations.

During I/O placement, the number of pins put on the boundary was approximately 40. Yosys reported that registers with async set or reset make up 0. The slew check shows that the tightest pin keeps a relative margin of 0.583. Number of clock buffers inserted by TritonCTS landed at 3. Peak fanout along the critical path landed at 18. At the worst endpoint, the arrival time is between 2 and 3 ns. For reference, the clock transition at the flip-flops on the worst setup and hold paths is 0.07 ns. Number of distinct library cell variants in the gate-level netlist after synthesis landed at about 48. Synthesis area per yosys landed at ~1200 sq um. Register area share after synthesis landed at 0.316. In the global route stage, overall resource usage came out at 0.0832. In the routed layout, each cell is associated on average with a via count of a little under 5. Count of hold-fix buffers inserted at cts landed at 0. The signal on the critical path passes through clkdlybuf4s50_1 -> nand2_1 -> nand3_1 -> o22ai_1 -> a211o_1 -> a32o_1. The initial antenna violation count is 0. Counting every instance in the synthesized netlist gives ~150. Number of cells on the worst reg-to-reg path landed at 4. The synthesized netlist was found by Yosys to have between 150 and 200 cells. The leakage component of the power was reported as slightly above 0.6 nW. The slowest stage of the critical path is the sky130_fd_sc_hd__clkdlybuf4s50_1 cell. The critical path in this run is classified as input port to register.

TritonCTS built the clock tree. Of the available clock period, the critical path in the final layout requires 0.652. Die width landed at approximately 94 microns. Post-synth tally of flip-flops with integrated enable landed at 4.
==> cells by family (layout without fill, tap and decap cells) <==
kind of cell | count (synthesis) | count (layout) | share of synthesized area
other | 1 | 2 | 0.00312
XOR/XNOR | 1 | 1 | 0.00728
flip-flops | 17 | 17 | 0.316
buffers and inverters | 15 | 46 | 0.0624
AND/OR/NAND/NOR | 60 | 60 | 0.255
adder cells (fa/ha/maj) | 3 | 3 | 0.0312
AND-OR/OR-AND | 51 | 51 | 0.281
multiplexers | 5 | 5 | 0.0447
==> cell type report <==
cell class,instances,share of cell area
tap,70,0.0529
sequential,17,0.230
clock inverter,1,0.00302
timing repair buffer,37,0.224
inverter,5,0.0113
clock buffer,3,0.0249
multi-input combinational,122,0.454
==> Yosys cell counts, types with 4 or more instances <==
cell type / n / area [sq um]
sky130_fd_sc_hd__dfxtp_1: 13 / 260
sky130_fd_sc_hd__nand3_1: 10 / 50.1
sky130_fd_sc_hd__o21ai_1: 9 / 45.0
sky130_fd_sc_hd__edfxtp_1: 4 / 120
sky130_fd_sc_hd__a21oi_1: 9 / 45.0
sky130_fd_sc_hd__nand2_1: 13 / 48.8
sky130_fd_sc_hd__nor2_1: 14 / 52.6
sky130_fd_sc_hd__inv_1: 5 / 18.8
sky130_fd_sc_hd__nor2b_1: 6 / 37.5
sky130_fd_sc_hd__a22oi_1: 4 / 30.0
sky130_fd_sc_hd__o22ai_1: 6 / 37.5
==> per-layer routing <==
| layer | global-route usage | wire length (microns) | up-vias |
|---|---|---|---|
| met5 | 0 | 0 | - |
| met4 | 0.0101 | 36 | 0 |
| met2 | 0.117 | 1560 | 42 |
| met3 | 0.0234 | 302 | 4 |
| met1 | 0.126 | 1850 | 571 |
| li1 | - | - | 627 |
==> sequential cells by signal, indices dropped and copies added (netlist names) <==
| register | cells |
|---|---|
| ALU_MODE | 2 |
| ALU_READ | 1 |
| ALU_SET | 1 |
| DONE | 1 |
| OUT_DATA | 5 |
| RA | 2 |
| STATE | 3 |
| WA | 2 |
==> worst min-delay path by stage <==
stage        endpoint  slack [ns]  cells past startpoint
4_1_cts         RA[1]        0.49                      2
5_1_grt   OUT_DATA[2]        0.51                      1
6_report        RA[1]        0.48                      2
==> worst max-delay path: cells and delay by family <==
| family | cells | cell delay (ns) |
|---|---|---|
| buffers and inverters | 1 | 0.87 |
| AOI/OAI and AO/OA | 3 | 0.67 |
| and+or+nand+nor | 2 | 0.42 |
==> cell usage in the layout (no fill, tap or decap), drive strengths merged, types with 3 or more instances in the layout <==
| cell type | n |
|---|---|
| inv | 5 |
| nor2b | 6 |
| dfxtp | 13 |
| edfxtp | 4 |
| nand3 | 10 |
| clkdlybuf4s50 | 37 |
| clkbuf | 3 |
| a22o | 3 |
| a22oi | 4 |
| o21ai | 12 |
| mux2 | 3 |
| nor3 | 5 |
| ha | 3 |
| nand2 | 14 |
| nor2 | 14 |
| a21oi | 9 |
| o22ai | 6 |
==> through the flow <==
step | hold WS, ns | util | worst slack (ns) | cell area [sq um]
2_1_floorplan | 0.426 | - | 1.83 | 1210
3_3_place_gp | 0.468 | 0.309 | 1.17 | 1610
3_5_place_dp | 0.470 | 0.309 | 1.15 | 1610
4_1_cts | 0.486 | 0.318 | 1.42 | 1660
5_1_grt | 0.509 | 0.318 | 1.26 | 1660
6_report | 0.476 | 0.318 | 1.39 | 1660
==> where the power goes <==
group	switching, mW	total [mW]	leakage (nW)	internal, mW
combinational	0.0449	0.0903	0.428	0.0454
sequential	0.00252	0.184	0.151	0.181
clock	0.0615	0.131	0.0255	0.0691
total	0.109	0.405	0.604	0.296
Power figures rest on the tool's default switching activity, not on a simulated workload.
