==> ./design.v <==
module bcd_converter(S3, S2, S1, S0, C0, N2, N1);
	input S0, S1, S2, S3, C0;
	output [3:0] N2;
	output [3:0] N1;
	reg [3:0] N2;
	reg [3:0] N1;
	always @(C0, S3, S2, S1, S0) begin
		N2[3] = 1'b0;
		N2[2] = 1'b0;
		N2[1] = (C0 & S2) | (C0 & S3);
		N2[0] = (~C0 & S3 & S1) | (~C0 & S3 & S2) | (S3 & S2 & S1) | (C0 & ~S3 & ~S2);
		N1[3] = (~C0 & S3 & ~S2 & ~S1) | (C0 & ~S3 & ~S2 & S1) | (C0 & S3 & S2 & ~S1);
		N1[2] = (~C0 & ~S3 & S2) | (~C0 & S2 & S1) | (C0 & ~S2 & ~S1) | (C0 & S3 & ~S2);
		N1[1] = (~C0 & ~S3 & S1) | (~S3 & S2 & S1) | (~C0 & S3 & S2 & ~S1) | (C0 & ~S3 & ~S2 & ~S1) | (C0 & S3 & ~S2 & S1);
		N1[0] = S0;
	end
endmodule
==> ./run.sh <==
#!/bin/bash
# OpenROAD 26Q1-2900-gdf79404cd8, Yosys 0.63+post, stock flow scripts
make -C /OpenROAD-flow-scripts/flow DESIGN_CONFIG=/design/flow/config.mk WORK_HOME=/design/flow/orfs finish
==> ./config.mk <==
export PLATFORM = sky130hd
export DESIGN_NAME = bcd_converter
export DESIGN_NICKNAME = bcd_converter
export VERILOG_FILES = /design/flow/design.v
export SDC_FILE = /design/flow/constraint.sdc
export NUM_CORES = 4
export LEC_CHECK = 1
export CORE_AREA = 10 10 70 70
export DIE_AREA = 0 0 80 80
==> ./constraint.sdc <==
current_design bcd_converter

set clk_period 1.0
set clk_io_pct 0.2

create_clock -name clk0 -period $clk_period

set non_clock_inputs [all_inputs -no_clocks]
set_input_delay [expr $clk_period * $clk_io_pct] -clock clk0 $non_clock_inputs
set_output_delay [expr $clk_period * $clk_io_pct] -clock clk0 [all_outputs]
==> results.json <==
{
  "common_cells": "buf_4, nor2_1, nor2b_1, a22o_1",
  "netlist_area_um2": 148.9,
  "syn_to_final_growth_pct": 148.7,
  "yosysWarnings": 1,
  "post-place-cells": 79,
  "dieArea_um2": 6400,
  "crit_fanout": 5,
  "violations": "negative setup slack",
  "crit_path_end_kind": "output port",
  "hold_violations": 0,
  "ant_nets": 0,
  "critical-path-max-stage-delay_ns": 0.30,
  "num_rows": 21,
  "grt_max_degree": 6,
  "drc": 0,
  "crit_required_ns": 0.80,
  "yosys_area_um2": 148.9,
  "top_cells_by_area": "buf_4, nor2b_1, a22o_1",
  "drt-pass1-iter-count": 1,
  "routabilityCongestion": 0.7472,
  "finalCritPeriodShare_pct": 110.0,
  "drive_above_1_share_pct": 60.00,
  "clockPowerShare_pct": 0,
  "netlist_instances": 23,
  "powerDensity_nw_per_um2": 354.6,
  "pwr-share-seq_pct": 0,
  "vias_per_cell": 2.457,
  "cts_hold_buf": 0,
  "initialDrtViolationCount": 0,
  "antennaDiodeCount": 0,
  "fin_ws_ns": -0.09972,
  "initCoreUtil_pct": 4.359,
  "avgSynthCellArea_um2": 6.474,
  "slowest_stage": "maj3_2",
  "yosysUniqueCellTypes": 16,
  "grt_overflow": 0,
  "worstSetupStartpointType": "input pin",
  "status": "finished with violations",
  "hpwl_um": 453.1,
  "path_class": "input pin to output port",
  "path_cells": "buf_12 -> maj3_2 -> a22o_1 -> buf_2",
  "cap_violations": 0,
  "coreArea_um2": 3416,
  "grt_pass1_vias": 225,
  "p_leak_uw": 0.0001545,
  "pwr-share-comb_pct": 100.0,
  "hold_class": "input pin to output port",
  "fmax_mhz": 909.3,
  "antenna_found_initial": 0,
  "yosysCellCount": 23,
  "intPower_uw": 85.43,
  "slew_viol_final": 0,
  "grt_usage_pct": 1.986,
  "grt_first_pass_wirelength_um": 1076,
  "seqCellArea_um2": 0,
  "rsz0062_at_grt": "true",
  "flops": 0,
  "ios": 13,
  "max-vdd-ir-drop_mv": 0.05058,
  "ys_seq_share_pct": 0,
  "die_h_um": 80,
  "port_buffers": 9,
  "finalCriticalPeriod_ns": 1.100,
  "vias": 199,
  "avgRoutedWirePerCell_um": 7.593,
  "fp.dieW_um": 80,
  "top_cell_area_share_pct": 15.13,
  "swShare_pct": 34.95,
  "tool_warnings": 34,
  "arrival_ns": 0.90,
  "finish.cell_count_without_fillers": 81,
  "setup_viol": 4,
  "clockBufferCount": 0,
  "largest_area_cell": "buf_4",
  "power.switching_uw": 45.90,
  "dp_slack_ns": -0.9153,
  "routed_wl_um": 615
}
==> stage by stage <==
stage          area [um2]  hold WS [ns]  power, uW  TNS (ns)  util, %
2_1_floorplan       152.6        0.4306      44.00         0        -
5_1_grt             370.4        0.4000      145.1   -0.4754    10.84
4_1_cts             346.6        0.4000      120.9   -0.2789    10.15
3_3_place_gp        296.5        0.4000      103.7    -4.089    8.681
3_5_place_dp        296.5        0.4000      105.3    -4.246    8.681
6_report            370.4        0.4000      131.3   -0.2627    10.84
==> placed cells by master (no fill, tap or decap) <==
cell type and n:
maj3_2 1, buf_6 3, conb_1 2, buf_4 4, nor2b_4 2, buf_8 1, nor2b_2 1, nand3_1 1
dlygate4sd2_1 1, nor3b_4 1, nor2_1 2, a21oi_1 1, clkdlybuf4s15_1 1, inv_4 1, a22o_1 2, buf_2 3
buf_12 2, nor2_2 1, o21ai_1 2, nand3b_1 1, o211ai_1 1, nand2b_4 1
==> logic make-up after synthesis <==
group | share of synthesized area, %
other | 2.519
AOI/OAI and AO/OA | 26.89
buffers and inverters | 25.21
and+or+nand+nor | 37.82
adders and majority gates | 7.562
==> worst paths after layout <==
path,start,endpoint,slack (ns),cells after the start
max,S1,N2[0],-0.1,4
min,S0,N1[0],0.40,0
==> power by group through the flow <==
stage / clock (uW) / combinational (uW) / sequential [uW]
after CTS: 0 / 121 / 0
after global routing: 0 / 145 / 0
final: 0 / 131 / 0
==> cell type report <==
| class | count | area [um2] |
|---|---|---|
| inverters | 1 | 6.256 |
| repair buffers | 15 | 152.6 |
| multi-input cells | 19 | 153.9 |
| well taps | 46 | 57.56 |
| fillers | 402 | 3045 |
==> metal layers <==
metal | vias to the layer above | wire (um) | global-route usage, %
li1 | 102 | - | -
met1 | 92 | 211 | 2.175
met2 | 5 | 335 | 3.852
met3 | 0 | 68 | 0.5682
met4 | 0 | 0 | 0
met5 | - | 0 | 0
==> critical path, delay by kind of cell <==
kind / cells / cell delay (ns)
compound gates: 1 / 0.18
buf+inv: 2 / 0.22
fa+ha+maj: 1 / 0.30
==> timing repair <==
item / 4_1_cts / 5_1_grt
resized: 51 / 4
pin swaps: 7 / 5
endpoints found under the setup margin: 5 / 5
cloned: 0 / 0
setup buffers: 1 / 1
Power is estimated from default activity; no workload was simulated.
